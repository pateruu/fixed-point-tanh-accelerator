==> design.v <==
module tanh (
    input  clk,          
    input  rst,          
    input  [13:0] i_x,   
    input  i_valid,      
    output o_ready,      
    output [13:0] o_fx,  
    output o_valid,      
    input  i_ready       
);
localparam signed [13:0] A0 = 14'b11101010101011;  
localparam signed [13:0] A1 = 14'b00001000100010;  
localparam signed [13:0] A2 = 14'b11111100100011;  
localparam signed [13:0] A3 = 14'b00000001011001;  
localparam signed [13:0] A4 = 14'b11111111011100;  
logic signed [13:0] x_1, x_2, x_3, x_4, x_5, x_6, x_7, x_8, x_9, x_10, 
                    x_11, x_12, x_13, x_14, x_15, x_16, x_17, x_18, x_19, x_20, x_21, x_22;                     
logic signed [13:0] x2_1, x2_2, x2_3, x2_4, x2_5, x2_6, x2_7, x2_8, 
                    x2_9, x2_10, x2_11, x2_12, x2_13, x2_14, x2_15, x2_16, x2_17, x2_18;                        
logic signed [13:0] res_1, res_2, res_3, res_4, res_5, res_6, res_7, res_8, res_9, res_10, res_11;                          
logic signed [13:0] r_o, r_x;                                                                    
logic r_valid1, r_valid2, r_valid3, r_valid4, r_valid5, r_valid6, r_valid7, r_valid8, r_valid9, r_valid10, r_valid11, 
      r_valid12, r_valid13, r_valid14, r_valid15, r_valid16, r_valid17, r_valid18, r_valid19, r_valid20, r_valid21, r_valid22;                              
logic r_o_valid, r_i_valid;                                                                      
logic signed [27:0] temp1, temp2, temp3, temp4, temp5, temp6, temp7, temp8, temp9, temp10, temp11;                                                                        
always_ff @(posedge clk) begin                                                                   
    if (rst) begin                                                                               
        x_1 <= 0; x_2 <= 0; x_3 <= 0; x_4 <= 0; x_5 <= 0;                                        
        x_6 <= 0; x_7 <= 0; x_8 <= 0; x_9 <= 0; x_10 <= 0; x_11 <= 0;                            
        x2_1 <= 0; x2_2 <= 0; x2_3 <= 0; x2_4 <= 0; x2_5 <= 0;                                   
        x2_6 <= 0; x2_7 <= 0; x2_8 <= 0; x2_9 <= 0;                                              
        res_1 <= 0; res_2 <= 0; res_3 <= 0; res_4 <= 0; res_5 <= 0;                              
        res_6 <= 0; res_7 <= 0; res_8 <= 0; res_9 <= 0; res_10 <= 0; res_11 <= 0;                
        r_valid1 <= 0; r_valid2 <= 0; r_valid3 <= 0; r_valid4 <= 0; r_valid5 <= 0;               
        r_valid6 <= 0; r_valid7 <= 0; r_valid8 <= 0; r_valid9 <= 0; r_valid10 <= 0; r_valid11 <= 
        r_o <= 0;                                                                                
        r_o_valid <= 0;                                                                          
    end else if (i_ready) begin                                                                  
        r_i_valid <= i_valid;
        r_x <= i_x;
        r_valid1 <= r_i_valid;
        x_1 <= r_x;
        temp1 <= r_x * r_x;
        r_valid2 <= r_valid1;
        x_2 <= x_1;
        x2_2 <= temp1[25:12];
        res_1 <= temp1[25:12];
        r_valid3 <= r_valid2;
        x_3 <= x_2;
        temp2 <= A4 * res_1;
        x2_3 <= x2_2;
        r_valid4 <= r_valid3;
        x_4 <= x_3;
        res_2 <= temp2[25:12];
        x2_4 <= x2_3;
        r_valid5 <= r_valid4;
        x_5 <= x_4;
        temp3 <= res_2 + A3;
        x2_5 <= x2_4;
        r_valid6 <= r_valid5;
        x_6 <= x_5;
        res_3 <= temp3;
        x2_6 <= x2_5;
        r_valid7 <= r_valid6;
        x_7 <= x_6;
        temp4 <= res_3 * x2_6;
        x2_7 <= x2_6;
        r_valid8 <= r_valid7;
        x_8 <= x_7;
        res_4 <= temp4[25:12];
        x2_8 <= x2_7;
        r_valid9 <= r_valid8;
        x_9 <= x_8;
        temp5 <= A2 + res_4;
        x2_9 <= x2_8;
        r_valid10 <= r_valid9;
        x_10 <= x_9;
        res_5 <= temp5;
        x2_10 <= x2_9;
        r_valid11 <= r_valid10;
        x_11 <= x_10;
        temp6 <= res_5 * x2_10;
        x2_11 <= x2_10;
        r_valid12 <= r_valid11;
        x_12 <= x_11;
        res_6 <= temp6[25:12];
        x2_12 <= x2_11;
        r_valid13 <= r_valid12;
        x_13 <= x_12;
        temp7 <= A1 + res_6;
        x2_13 <= x2_12;
        r_valid14 <= r_valid13;
        x_14 <= x_13;
        res_7 <= temp7;
        x2_14 <= x2_13;
        r_valid15 <= r_valid14;
        x_15 <= x_14;
        temp8 <= res_7 * x2_14;
        x2_15 <= x2_14;
        r_valid16 <= r_valid15;
        x_16 <= x_15;
        res_8 <= temp8[25:12];
        x2_16 <= x2_15;
        r_valid17 <= r_valid16;
        x_17 <= x_16;
        temp9 <= A0 + res_8;
        x2_17 <= x2_16;
        r_valid18 <= r_valid17;
        x_18 <= x_17;
        res_9 <= temp9;
        x2_18 <= x2_17;
        r_valid19 <= r_valid18;
        x_19 <= x_18;
        temp10 <= res_9 * x2_18;
        r_valid20 <= r_valid19;
        x_20 <= x_19;
        res_10 <= temp10[25:12];
        r_valid21 <= r_valid20;
        x_21 <= x_20;
        temp11 <= res_10 * x_20;
        r_valid22 <= r_valid21;
        x_22 <= x_21;
        res_11 <= temp11[25:12];
        r_o_valid <= r_valid22;
        r_o <= res_11 + x_22;                                                         
    end                                                                                          
end                                                                                              
assign o_ready = i_ready;
assign o_valid = r_o_valid;
assign o_fx = r_o;
endmodule
==> run.sh <==
#!/bin/bash
# OpenROAD 26Q1-2900-gdf79404cd8, Yosys 0.63+post, stock flow scripts
make -C /OpenROAD-flow-scripts/flow DESIGN_CONFIG=/design/flow/config.mk WORK_HOME=/design/flow/orfs finish
==> config.mk <==
export PLATFORM = sky130hd
export DESIGN_NAME = tanh
export DESIGN_NICKNAME = tanh
export VERILOG_FILES = /design/flow/design.v
export SDC_FILE = /design/flow/constraint.sdc
export NUM_CORES = 4
export LEC_CHECK = 1
export CORE_UTILIZATION = 30
==> constraint.sdc <==
current_design tanh

set clk_period 90.3
set clk_io_pct 0.2

create_clock -name clk0 -period $clk_period [get_ports {clk}]

set non_clock_inputs [all_inputs -no_clocks]
set_input_delay [expr $clk_period * $clk_io_pct] -clock clk0 $non_clock_inputs
set_output_delay [expr $clk_period * $clk_io_pct] -clock clk0 [all_outputs]
==> flow_summary.ini <==
; generated from flow reports
[synthesis]
yosys_warnings = 1
ys_seq_share_pct = 31.69
ys.flops = 874
ys_area_um2 = 69930
async_reset_ff_share_pct = 0
synthTopCellsByArea = fa_1 31%, edfxtp_1 20%, dfxtp_1 12%
flop_cell = edfxtp_1
synth_cell_types = 60
edf_count = 466
synth_area_per_cell_um2 = 10.98
yosysTopAreaCell = fa_1
ys_cells = 6369
synthCells = 6369
syn-cell-area_um2 = 69930
top_cell_area_share_pct = 30.60

[global_route]
grt_pass1_vias = 42700
met1_usage_pct = 15.79
grt_pass1_wl_um = 207100
top_usage_layer = met2
grt.overflow.total = 0
grt_antenna_before_repair = 0
grt_max_degree = 156
grt_use_met2_pct = 17.35
met3_usage_pct = 3.755
grt_util_all_layers_pct = 11.06

[detailed_routing]
via_count = 40200
drc_errors = 0
vias_per_cell = 4.281
routed_wl_um = 118300
insertedDiodeCount = 0
final_antenna_net_count = 0
drtIter0Drc = 1466
first_pass_iters = 5
wl_per_cell_um = 12.60

[timing]
setup_viol = 0
hold_viol = 0
fin_crit_sh_pct = 41.16
max-slew-margin-rel_pct = 44.43
finClkSkew_ns = 0.04580
tightestPinTransition_ns = 0.8335
rsz0062_at_grt = false
maxSlewViolCount = 0
period_needed_ns = 37.16
fmax_mhz = 26.91
setup_tns_ns = 0

[clock_network]
htreeDepth = 3
post_cts_buffers = 0
clock-sinks = 874
numCtsBuffers = 92
post_cts_resized = 0
clock_latency_ns = 0.70
clockBufferDepth = 3
root_buffer = clkbuf_16
cts_tree = built
clkTransAtPathRegs_ns = 0.06
hold_buffers = 0

[setup_path]
timing.critical_path.from = i_ready
crit_buf_inv = 2
path_max_fanout = 65
path_cells = buf_8 > clkdlybuf4s50_1
cpPeakStageDelay_ns = 0.59
critPathCaptureType = output pin
cp.arrival_ns = 19.10
cp.required_ns = 72.24
critical_path.startpoint_type = input pin
path_delay_family = buffers and inverters
reg2reg_from = r_x[2]$_DFFE_PP_
setup.worst_path.class = in2out
path_depth = 2
cpMaxStageDelayCell = clkdlybuf4s50_1
ff2ff_path_depth = 24

[floorplanning]
io_pins = 34
fp_util_pct = 30.30
die-area_um2 = 235000
chipHeight_um = 484.8
num_rows = 176
die_x_um = 484.8
design.core.area_um2 = 230800

[cells_and_area]
area_growth_pct = 9.551
n_fill_cell = 22430
drive_above_1_share_pct = 3.175

[power_and_ir_drop]
cellPowerDensity_nw_per_um2 = 26.93
vdd_drop_max_v = 0.00004724
total_power_w = 0.002063
p_leak_nw = 35.31

[hold_path]
hp-start = x_18[4]$_DFFE_PP_
min_path_cells = 0
worstHoldPathType = reg2reg

[placed_design]
dp_hpwl_um = 86700
io_buffers = 33
globalplace.congestion = 0.8521

[run]
maxCapViolations = 0
warnings = 35

[status]
status = finished, final reports clean
## report_power, final
| part | leakage, nW | internal [W] | switching [W] |
|---|---|---|---|
| Combinational | 26.1 | 0.000527 | 0.000596 |
| Clock | 1.54 | 0.000223 | 0.000162 |
| Sequential | 7.70 | 0.000520 | 0.0000351 |
## layout by cell type, fill, tap and decap left out, types with 9 or more instances in the layout
| cell type | n |
|---|---|
| nand4_1 | 11 |
| inv_1 | 1255 |
| and3_1 | 14 |
| or3_1 | 9 |
| dfxtp_1 | 408 |
| xnor2_1 | 163 |
| a31oi_1 | 10 |
| nor2b_1 | 59 |
| clkbuf_1 | 19 |
| o21a_1 | 35 |
| buf_4 | 30 |
| mux2i_1 | 409 |
| nor2_1 | 506 |
| o21ai_0 | 40 |
| nand3_1 | 16 |
| nor3_1 | 34 |
| xor2_1 | 44 |
| fa_1 | 1069 |
| a21o_1 | 28 |
| clkbuf_8 | 10 |
| a21oi_1 | 50 |
| nand2_1 | 447 |
| clkbuf_16 | 92 |
| clkinv_2 | 17 |
| clkdlybuf4s50_1 | 31 |
| ha_1 | 424 |
| edfxtp_1 | 466 |
| and2_1 | 513 |
| nand2b_1 | 27 |
## path summary, 6_finish.rpt
kind / endpoint / slack [ns]
worst max-delay path: o_ready / 53.14
worst min-delay path: x_19[4]$_DFFE_PP_ / 0.38
worst max register to register: temp1[25]$_DFFE_PP_ / 83.33
worst min register to register: x_19[4]$_DFFE_PP_ / 0.38
## cell families after synthesis
family,Yosys count,synth area share [%]
adders and majority gates,1493,38.19
DFF,874,31.69
and+or+nand+nor,1654,11.35
buffers and inverters,1503,8.073
AOI/OAI and AO/OA,228,2.238
xor gates and xnor gates,207,2.593
muxes,410,5.870
## worst register-to-register path, stage by stage (launching register included)
cell	delay, ns
edfxtp_1	0.83
inv_1	0.31
nor2_1	0.31
fa_1	0.47
inv_1	0.08
fa_1	0.17
inv_1	0.06
fa_1	0.53
inv_1	0.05
fa_1	0.52
inv_1	0.05
fa_1	0.47
inv_1	0.05
fa_1	0.47
inv_1	0.04
ha_1	0.28
and4_1	0.21
o21ai_0	0.12
o211a_1	0.28
o31ai_1	0.52
o31a_1	0.29
a211o_1	0.20
a31oi_1	0.14
o21bai_1	0.18
xnor2_1	0.08
## final cells by class
class,count,area [um2],share of cell area [%]
clock inverters,53,659.4,0.8607
repair buffers,67,645.6,0.8428
multi-input cells,3992,42130,54.99
inverters,1256,4715,6.154
flip-flops and latches,874,22160,28.93
well taps,3026,3786,4.942
clock buffers,121,2511,3.278
## synthesized netlist by cell type, types with 3 or more instances
library cell and count:
inv_1 1255, fa_1 1069, and2_1 513, nor2_1 506
edfxtp_1 466, nand2_1 447, ha_1 424, mux2i_1 409
dfxtp_1 408, clkbuf_1 211, xnor2_1 163, nor2b_1 60
a21oi_1 50, xor2_1 44, o21ai_0 40, buf_1 35
o21a_1 35, nor3_1 34, a21o_1 28, nand2b_1 27
nand3_1 16, and3_1 14, nand4_1 11, a31oi_1 10
or3_1 9, a211oi_1 8, a31o_2 6, o211ai_1 5
o21bai_1 5, a41o_1 4, and4_1 4, o2111ai_1 4
o31a_1 4, or2_2 4, a211o_1 3, nor4_1 3
o31ai_1 3, o41ai_1 3
## metal layers
layer / share of wire (%) / vias to the layer above
li1: - / 19440
met1: 45 / 19880
met2: 47 / 740
met3: 6.4 / 139
met4: 1.4 / 0
met5: 0 / -
## through the flow
step           hold slack [ns]  cell area [um2]  std cells  util [%]  worst slack [ns]
2_1_floorplan           0.4003            69930       6369         -             49.65
3_3_place_gp            0.4000            73440       9215     31.82             53.08
3_5_place_dp            0.4045            73440       9215     31.82             53.08
4_1_cts                 0.3831            76610       9389     33.20             53.08
5_1_grt                 0.3865            76610       9389     33.20             53.04
6_report                0.3792            76610       9389     33.20             53.14
No activity file was given, so power comes from the tool's default toggle rates.
